===== flow/run.sh =====
#!/bin/bash
# OpenROAD 26Q1-2900-gdf79404cd8, Yosys 0.63+post, stock flow scripts
make -C /OpenROAD-flow-scripts/flow DESIGN_CONFIG=/design/flow/config.mk WORK_HOME=/design/flow/orfs finish

===== flow/config.mk =====
export PLATFORM = sky130hd
export DESIGN_NAME = bai4
export DESIGN_NICKNAME = bai4
export VERILOG_FILES = /design/flow/design.v
export SDC_FILE = /design/flow/constraint.sdc
export NUM_CORES = 4
export LEC_CHECK = 1
export CORE_UTILIZATION = 40

===== flow/constraint.sdc =====
current_design bai4

set clk_period 10.6
set clk_io_pct 0.2

create_clock -name clk0 -period $clk_period [get_ports {clk}]

set non_clock_inputs [all_inputs -no_clocks]
set_input_delay [expr $clk_period * $clk_io_pct] -clock clk0 $non_clock_inputs
set_output_delay [expr $clk_period * $clk_io_pct] -clock clk0 [all_outputs]

===== flow/design.v =====
module bai4 (
	input logic re,
	input logic clk,
	output logic [6:0] o1,o2
);
logic out;
integer k = 0;
always_ff@(posedge clk) begin
	k = k+1;
	if ( k == 25000000) begin
		out = ~out;
		k = 0;
	end
end
logic [3:0] i;
always @(posedge out or posedge re) begin
if (re == '1)
     i <= 4'b0000;
else
if (i == 4'b1110 || i == 4'b0000)
     i <= 4'b0101;
else
     i <= i + 4'b0001;
end
seg sus (
	.i(i),
	.o1(o1),
	.o2(o2)
);
endmodule: bai4
module seg (
	input  logic [3:0] i,
	output logic [6:0] o1,o2
);
always_comb begin
case(i)
4'b0101: begin
 o1 = 7'b1000000;
 o2 = 7'b0010010;
  end
4'b0110: begin
 o1 = 7'b1000000;
 o2 = 7'b0000010;
  end
4'b0111: begin 
 o1 = 7'b1000000;  
 o2 = 7'b1111000; 
  end
4'b1000: begin 
 o1 = 7'b1000000;  
 o2 = 7'b0000000; 
  end
4'b1001: begin 
 o1 = 7'b1000000;  
 o2 = 7'b0010000; 
  end
4'b1010: begin 
 o1 = 7'b1111001;  
 o2 = 7'b1000000; 
  end
4'b1011: begin 
 o1 = 7'b1111001;  
 o2 = 7'b1111011; 
  end
4'b1100: begin 
 o1 = 7'b1111001;  
 o2 = 7'b0100100; 
  end
4'b1101: begin 
 o1 = 7'b1111001;  
 o2 = 7'b0110000; 
  end
4'b1110: begin 
 o1 = 7'b1111001;  
 o2 = 7'b1111000; 
  end
4'b0000: begin
 o1 = 7'b1000000;
 o2 = 7'b1000000;
  end
  default: begin o1 = 7'b1111111; o2 = 7'b1111111; end
endcase
end
endmodule: seg

==> GITHUB_STEP_SUMMARY <==
### Flow metrics

| Metric | Value |
|---|---|
| CP delay by family, top | `simple AND/OR/NAND/NOR gates` |
| GRT Residual Overflow | `0` |
| Worst-path clk slew | `0.06 ns` |
| Floorplan core density | `0.428` |
| CP cell instances | `ha_1 -> and3_1 -> and3_1 -> o2111a_1 -> a31oi_1 -> nor4_4 -> and3_1` |
| Area leader share | `0.284` |
| PwrDens | `92.8 mW/mm²` |
| IO Port Bufs | `14` |
| Clock buffer count from CTS | `5` |
| Slowest CP cell | `nor4_4` |
| Pre-CTS setup slack | `about 8 ns` |
| Worst Setup EP | `out` |
| Worst slew pin tran | `0.906 ns` |
| GP Congestion | `between 0.8 and 0.9` |
| Max VDD drop | `0.0907 mV` |
| Detailed Route WL | `4.06 mm` |
| Die Wd | `between 70 and 80 µm` |
| R2r setup slk | `approximately 7.8 ns` |
| Fin Hold WS | `~0.49 ns` |
| Worst setup SP type | `register` |
| DR pass1 iterations | `4` |
| Post-synth top area cell | `dfxtp_1` |
| Post-CTS Setup Bufs | `0` |
| Synth top area cells | `dfxtp_1 (28%), xnor2_1 (6.6%), xor2_1 (6.2%)` |
| CP arrival | `2.82 ns` |
| Antenna viol nets, final | `0` |
| Final setup vio count | `0` |
| Yosys Instances | `roughly 250` |
| Routing usage on met2 | `0.246` |
| Area Overhead vs Synth | `8.60%` |
| Vias in the first global route | `~1.6k` |
| Mapped Avg Cell Area | `approximately 9 µm²` |
| CTS Hold Buffers Added | `0` |
| Antenna fix cells | `0` |
| Cell Area, Synth | `0.00225 mm²` |
| Reg2Reg Depth | `7` |
| CTS Buffer Depth | `2` |
| Max Cap Viol | `0` |
| CORE AREA | `roughly 0.0053 mm²` |
| H-Tree Depth | `2` |
| Worst slew margin | `0.393` |
| Chip area in the Yosys report | `0.00225 mm²` |
| Io pins | `16` |
| Setup crit start | `k[0]` |
| Crit-path most repeated cell | `and3_1` |
| Grt met1 use | `0.233` |
| Fin crit period | `between 2 and 3 ns` |
| CP peak stage delay | `between 0.6 and 0.7 ns` |
| Die y size | `around 77 µm` |
| Cycle use final | `0.266` |
| Peak fanout along the critical path | `15` |
| Crit Reg-Reg Startpoint | `k[0]` |
| Global-route wire length before repair | `between 7 and 8 mm` |
| Drt drc | `0` |
| Seq share, synth | `0.342` |
| CTS tree | `yes` |
| Clock Tree Root | `clkbuf_8` |
| Setup CP Type | `reg -> reg` |
| Vias/cell | `5.22` |
| Endpoints left unconstrained | `17` |
| Yosys reg bits | `37` |
| Largest net degree at the start of global routing | `18` |
| Final hold violations | `0` |
| Yosys warning count | `2` |
| Layout cells sized above 1 | `0.0800` |
| Final WS setup | `just under 8 ns` |
| Full die area | `around 0.0059 mm²` |
| CP required | `between 10 and 15 ns` |
| Reg2reg end | `out` |
| Crit end category | `register` |
| Routed WL per cell | `~13 µm` |
| GRT Util Overall | `0.153` |
| Latency at later pin | `0.28 ns` |
| Busiest layer in global routing | `met2` |
| Status | `finished clean` |
| RSZ-0062 raised after global routing | `no` |
| DR iter-0 viols | `around 70` |
| Slew Viols, Final | `0` |
| Post-DP HPWL | `2.95 mm` |
| Setup TNS | `0 ns` |
| Fillers | `~520` |
| Synth Instances | `about 250` |
| Crit path depth | `7` |
| Register pins left without a clock | `4` |
| Hold Crit Depth | `1` |
| HP Class | `reg -> reg` |
| Rows | `26` |
| CTS resizes | `0` |
| Pleak | `about 0.95 nW` |
| Synth unique cells | `about 42` |
| Clock skew | `between 0.005 and 0.006 ns` |
| M3 GR Usage | `0.0193` |
| Count of tool warnings | `32` |
| Total number of vias | `approximately 1.7k` |
| Worst path bufs/invs | `0` |
| Initial antenna violation count | `0` |
| Fmax | `around 350 MHz` |
## stage by stage
stage          utilization  std cells  power [mW]  cell area [µm²]
3_3_place_gp         0.445        312       0.128             2350
6_report             0.465        320       0.227             2450
5_1_grt              0.465        320       0.238             2450
4_1_cts              0.465        320       0.230             2450
3_5_place_dp         0.445        312       0.128             2350
2_1_floorplan            -        248       0.128             2250
## cell usage after synthesis, drive strengths merged
cell	n
o31a	1
nand4	13
nand2	24
and4b	1
dfrtp	4
and2	3
buf	17
nand2b	3
or2	2
inv	9
nor2	10
nand3	10
xor2	16
o2111ai	1
dfxtp	32
and3	10
and4	3
nand3b	3
ha	10
a21oi	8
mux2i	3
nor3	6
xnor2	17
a31oi	18
conb	1
edfxtp	1
o2111a	1
o21ai	4
nor4b	1
o41ai	1
nor4	10
a311oi	2
clkbuf	3
## cells in the final DEF, fill, tap and decap left out, drive strengths merged, types with 2 or more instances in the layout
master,n
nand3,10
xnor2,17
and4,3
dfrtp,4
a21oi,8
ha,10
clkdlybuf4s50,14
nand3b,3
o21ai,4
nand2,24
nand2b,3
a31oi,18
clkbuf,7
a311oi,2
nor2,10
or2,2
and3,10
nor4,10
inv,9
nand4,13
dfxtp,32
mux2i,3
nor3,6
and2,3
xor2,16
## sequential cells by signal, indices dropped and copies added (netlist names)
signal / cells
k: 32
out: 1
i: 4
## how the worst min path moves through the flow
stage         start    to  slack [ns]
CTS            k[0]  k[0]        0.49
global route   k[0]  k[0]        0.52
finish         k[0]  k[0]        0.49
## metal layers
layer / vias to the layer above / share of wire
li1: 880 / -
met1: 769 / 0.50
met2: 16 / 0.46
met3: 6 / 0.029
met4: 0 / 0.012
met5: - / 0
## report_power, final
group	internal, mW	leakage [nW]	total (mW)	switching, mW
registers	0.124	0.315	0.124	0
logic	0.000345	0.585	0.000661	0.000315
clock network	0.0586	0.0542	0.102	0.0436
total	0.183	0.954	0.227	0.0439
## kinds of logic after synthesis
family	count (synthesis)	synth area share
buffers and inverters	29	0.0749
adders and majority gates	10	0.0555
DFF	37	0.342
and+or+nand+nor	99	0.281
other	1	0.00166
AOI/OAI and AO/OA	36	0.104
muxes	3	0.0133
xor gates and xnor gates	33	0.128
## cell type report
| class | count | area (µm²) | area share |
|---|---|---|---|
| multi-input cells | 182 | 1320 | 0.537 |
| flip-flops and latches | 37 | 771 | 0.315 |
| repair buffers | 14 | 140 | 0.0572 |
| clock buffers | 7 | 96.3 | 0.0393 |
| well taps | 70 | 87.6 | 0.0358 |
| inverters | 9 | 33.8 | 0.0138 |
| clock inverters | 1 | 5.00 | 0.00204 |
## worst reg2reg max path, stage by stage, from the launching register on
cell and delay, ns:
dfxtp_1 0.39, ha_1 0.22, and3_1 0.37, and3_1 0.37, o2111a_1 0.22, a31oi_1 0.06
nor4_4 0.63, and3_1 0.28
Power is estimated from default activity; no workload was simulated.
