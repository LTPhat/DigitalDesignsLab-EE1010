**flow/config.mk**
```make
export PLATFORM = sky130hd
export DESIGN_NAME = LAB4_TN5
export DESIGN_NICKNAME = LAB4_TN5
export VERILOG_FILES = /design/flow/design.v
export SDC_FILE = /design/flow/constraint.sdc
export NUM_CORES = 4
export LEC_CHECK = 1
export CORE_AREA = 10 10 105 105
export DIE_AREA = 0 0 115 115
```
**flow/constraint.sdc**
```tcl
current_design LAB4_TN5

set clk_period 6.5
set clk_io_pct 0.2

create_clock -name clk0 -period $clk_period [get_ports {clk}]

set non_clock_inputs [all_inputs -no_clocks]
set_input_delay [expr $clk_period * $clk_io_pct] -clock clk0 $non_clock_inputs
set_output_delay [expr $clk_period * $clk_io_pct] -clock clk0 [all_outputs]
```
**flow/design.v**
```verilog
module LAB4_TN5(input X,input clk, input rst, output Y ,output clk_show, output [2:0]out_state);
    parameter S0=3'b000, S1=3'b001, S2=3'b010, S3=3'b011, S4 =3'b100, S5 = 3'b101, S6= 3'b110; 
    reg [2:0]  pre_state, next_state; 
	 logic clock;
	 integer i = 0;
	 assign clk_show = clock;
	always_ff@(posedge clk)
	begin
     i = i + 1;
     if (i == 25000000) begin
           clock = ~ clock;
           i = 0;
     end
	end
always@(posedge clock) begin
		if (rst)	begin
			pre_state <= S0;	
			end
		else 
			pre_state <= next_state;		
	end
	always@(pre_state or X) begin
		case(pre_state)
			   S0: if (X) next_state <= S1;
			      else next_state <= S6;
			   S1: if (!X) next_state <= S2;
			       else next_state <= S3;
            	S2:  if (!X) next_state <= S1;
		           else next_state <= S4;
           	 	S3: if (!X) next_state <= S4;
			      else next_state <= S5;
          		S4: if (!X) next_state <= S3;
			      else next_state <= S6;
            	S5: if (!X) next_state <= S6;
			      else next_state <= S1;
            	S6: if (!X) next_state <= S5;
			      else next_state <= S2;
		endcase;
	end
	always@(*) begin
		case (pre_state)
			S0: Y <= 1'b0;
			S1: Y <= 1'b0;
			S2: Y <= 1'b0;	
			S3: Y <= 1'b0;
         	S4: Y <= 1'b0;
			S5: Y <= 1'b1;
			S6: Y <= 1'b0;	
		endcase;
	end
	assign out_state = pre_state;
endmodule
```
**flow/run.sh**
```bash
#!/bin/bash
# OpenROAD 26Q1-2900-gdf79404cd8, Yosys 0.63+post, stock flow scripts
make -C /OpenROAD-flow-scripts/flow DESIGN_CONFIG=/design/flow/config.mk WORK_HOME=/design/flow/orfs finish
```
==> results.cfg <==
; implementation run metrics
[final_timing]
worst_slack_ns = 3.14
hold_viol_final = 0
rsz0062_at_grt = no
max_freq_mhz = 298
skew_ns = 0.00698
finalCritPeriodShare = 0.517
fin_tns_setup_ns = 0
tightest_slew_ns = 0.846
setup_viol = 0
unclocked_pins = 7
slew_viol_final = 0
untimed_endpoints = 11
post-route-min-period_ns = 3.36
slew-limit-headroom = 0.436

[die]
rows = 34
die-area_mm2 = 0.0132
core_mm2 = 0.00876
ios = 8
fp-utilization = 0.250
die_h_um = 115
fp.dieW_um = 115

[worst_setup_path]
cp_data_required_time_ns = 6.51
crit_path_max_fanout = 15
crit_chain = ha_1 > nand4_1 > or4_4 > nor4b_1 > a311oi_1 > a2111oi_4 > o2111a_1
path_buffers = 0
slowest_delay_ns = 0.81
cp_slowest_cell = a2111oi_4
cp.arrival_ns = 3.37
crit_family = AND-OR/OR-AND gates
startpoint_type = flop
endpoint_kind = flop
worstSetupPathType = reg2reg

[synth]
yosysWarnings = 8
syn_avg_cell_area_um2 = 8.74
synth_cell_types = 54
ys_cells = 251
edf_count = 1
synth_area_mm2 = 0.00219
ys_area_mm2 = 0.00219
synth_flops = 40
ys_async_sr_fraction = 0
ys.flop_type = dfxtp_1
synthCells = 251

[clocking]
cts_buffers = 5
clock_latency_ns = 0.29
cts_max_path_buffers = 2
h-tree-depth = 2
cts_setup_buffers = 0
ctsHoldBuffers = 0
cts.clk_slew.worst_paths_ns = 0.07
cts_tree = built
root_buffer = clkbuf_8
ctsResizeCount = 0

[placement]
gp_congestion = 0.874
port_buffers = 7
dp_slack_ns = 3.19
hpwl_um = 3300

[drt]
viasPerCell = 4.98
n_antenna_cell = 0
drc = 0
vias = 1778
drt-pass1-iter-count = 4
wire_per_inst_um = 12.8
drt_wl_total_um = 4560
drtIter0Drc = 128
ant_nets = 0

[cells_and_area]
fill_cells = 935
drive_gt1_frac = 0.0683
area_delta_synth_final_pct = 8.89

[hold_path]
min_path_type = reg2reg

[power_and_ir_drop]
peakVddDrop_mv = 0.0630
p_leak_nw = 0.824
powerDensity_mw_per_mm2 = 153

[global_routing]
grt_overflow = 0
grt_first_pass_wirelength_um = 7710
antenna_found_initial = 0
grt_pass1_vias = 1620
grt_usage = 0.0684
grt_max_degree = 16

[run_status]
status = finished, final reports clean

[flow_run]
warning_count = 25
max_cap_viol_count = 0
==> cell usage in the layout (no fill, tap or decap), types with 3 or more instances in the layout <==
| master | Yosys | layout |
|---|---|---|
| nor4_1 | 4 | 4 |
| a31oi_1 | 17 | 17 |
| nor2_1 | 18 | 18 |
| nand2b_1 | 3 | 3 |
| dfxtp_1 | 35 | 35 |
| mux2i_1 | 5 | 5 |
| xor2_1 | 12 | 12 |
| nand4_1 | 7 | 7 |
| inv_1 | 9 | 9 |
| dlxtn_1 | 4 | 4 |
| nand3_1 | 15 | 15 |
| nand2_1 | 22 | 22 |
| nor2b_1 | 3 | 3 |
| clkbuf_8 | 0 | 6 |
| nor3_1 | 9 | 9 |
| clkdlybuf4s50_1 | 0 | 7 |
| xnor2_1 | 20 | 20 |
| or4_4 | 4 | 4 |
| and4_1 | 6 | 6 |
==> report_power, final <==
| group | internal, mW | total (mW) | switching (mW) |
|---|---|---|---|
| combinational | 0.00182 | 0.00302 | 0.00120 |
| clock | 0.0863 | 0.160 | 0.0733 |
| sequential | 0.203 | 0.203 | 0.00000210 |
| total | 0.291 | 0.366 | 0.0745 |
==> per-layer routing <==
layer | vias up | routed length, um | GRT usage
met5 | - | 0 | 0
li1 | 912 | - | -
met2 | 44 | 1940 | 0.106
met4 | 0 | 46 | 0.00660
met3 | 6 | 309 | 0.0174
met1 | 816 | 2260 | 0.0980
==> stage by stage <==
stage,util,power (mW),hold WS [ns],cell area (um^2),instances
floorplan,-,0.209,0.469,2190,251
global placement,0.262,0.211,0.491,2300,349
detailed placement,0.262,0.211,0.501,2300,349
CTS,0.273,0.371,0.514,2390,357
global route,0.273,0.383,0.530,2390,357
finish,0.273,0.366,0.515,2390,357
==> sequential cells by signal (all words and copies together), names as in the netlist <==
register	cells
Y	1
clock	1
i	32
next_state	3
pre_state	3
==> Yosys cell counts, types with 6 or more instances <==
library cell / instances / area (um^2)
xnor2_1: 20 / 175
inv_1: 9 / 33.8
dfxtp_1: 35 / 701
xor2_1: 12 / 105
and4_1: 6 / 52.6
nand3_1: 15 / 75.1
a31oi_1: 17 / 106
clkbuf_1: 6 / 22.5
nor3_1: 9 / 45.0
nand2_1: 22 / 82.6
nand4_1: 7 / 43.8
nor2_1: 18 / 67.6
==> cells by family after synthesis <==
logic type	Yosys count	share of synthesized area
flip-flops	36	0.333
AND/OR/NAND/NOR	110	0.288
adder cells (fa/ha/maj)	1	0.00570
latches	4	0.0274
buffers and inverters	26	0.0610
multiplexers	5	0.0228
XOR/XNOR	32	0.128
AND-OR/OR-AND	37	0.135
==> area by class of cell <==
class / count / area, um^2 / area share
Tap cell: 108 / 135 / 0.0565
Inverter: 9 / 33.8 / 0.0141
Multi-Input combinational cell: 185 / 1270 / 0.531
Clock buffer: 8 / 90.1 / 0.0377
Timing Repair Buffer: 7 / 70.1 / 0.0293
Sequential cell: 40 / 791 / 0.331
==> final timing paths <==
kind	end	cells past startpoint	start	slack, ns
worst max-delay path	clock	7	i[0]	3.14
worst min-delay path	i[0]	1	i[0]	0.52
worst max register to register	clock	7	i[0]	3.14
worst min register to register	i[0]	1	i[0]	0.52
Power and IR drop assume default switching activity.
