==> /design/flow/design.v <==
module LAB4_TN6(input clk, input rst, input R, input B,  output logic [1:0]Y ,output clk_show, output [2:0] out_state);
    parameter reset = 3'b111, S0=3'b000, S1=3'b001, S2=3'b010, S3=3'b011, S4 =3'b100; 
    reg [2:0]  pre_state, next_state; 
	logic clock;
	integer i = 0;
	assign clk_show = clock;
	always_ff@(posedge clk)
	begin
    i = i + 1;
    if (i == 25000000) begin
        clock = ~ clock;
        i = 0;
     end
	end
always@(posedge clock) begin
		if (rst)begin
			pre_state <= reset;	
			end
		else 
			pre_state <= next_state;		
	end
	logic [1:0]	RB;
	assign RB = {R,B};
	always@(pre_state or RB) begin
		case(pre_state)
				reset: if (RB == 2'b10) 
						next_state <= S0;
						else if (RB == 2'b01) 
						next_state <= S3;
						else next_state <= reset;
			   	S0: 	if (RB == 2'b10) 
						next_state <= S1;
					else if (RB == 2'b01) 
						next_state  <= reset;
					else 
						next_state <= S0;
			   	S1:  	if (RB == 2'b10) 
						next_state <= S2;
			        	else if (RB == 2'b01) 
						next_state <= reset;
						else 
						next_state <= S1;
            	S2:  	if ((RB == 2'b10 || RB == 2'b01))
						next_state <= reset;
						else
						next_state <= S2;
            	S3: 	if (RB == 2'b01) 
						next_state <= S4;
			      		else if (RB == 2'b10) 
						next_state <= reset;
						else	
						next_state <= S3;
          		S4: 	if (RB == 2'b10 || RB == 2'b01)
						next_state <= reset;
					 	else 
						next_state <= S4;
				endcase;
			end
	always@(*) begin
		case (pre_state)
			reset: Y <= 2'b00;
			S0: Y <= 2'b00;
			S1: Y <= 2'b00;
			S2: Y <= 2'b10;	
			S3: Y <= 2'b00;
         	S4: Y <= 2'b01;
		endcase;
	end
	assign out_state = pre_state;
endmodule
==> /design/flow/run.sh <==
#!/bin/bash
# OpenROAD 26Q1-2900-gdf79404cd8, Yosys 0.63+post, stock flow scripts
make -C /OpenROAD-flow-scripts/flow DESIGN_CONFIG=/design/flow/config.mk WORK_HOME=/design/flow/orfs finish
==> /design/flow/config.mk <==
export PLATFORM = sky130hd
export DESIGN_NAME = LAB4_TN6
export DESIGN_NICKNAME = LAB4_TN6
export VERILOG_FILES = /design/flow/design.v
export SDC_FILE = /design/flow/constraint.sdc
export NUM_CORES = 4
export LEC_CHECK = 1
export CORE_UTILIZATION = 30
==> /design/flow/constraint.sdc <==
current_design LAB4_TN6

set clk_period 10.8
set clk_io_pct 0.2

create_clock -name clk0 -period $clk_period [get_ports {clk}]

set non_clock_inputs [all_inputs -no_clocks]
set_input_delay [expr $clk_period * $clk_io_pct] -clock clk0 $non_clock_inputs
set_output_delay [expr $clk_period * $clk_io_pct] -clock clk0 [all_outputs]
==> flow_summary_export.csv <==
group,metric,value,unit
min_path,holdCritPathClass,"reg -> reg",
synth,yosysTopAreaCellShare,33.55,%
min_path,holdPathStages,1,
critical_path,critical_path_depth,1,
die,core-area,6756,um^2
finish,area_growth,12.04,%
timing,rsz0062_at_grt,"no",
synth,async_reset_ff_share,0,%
critical_path,worstPathBufferInverterCount,1,
timing,unclocked_regs,8,
clock_network,clk_pin_slew_worst_paths,70,ps
synth,synth_flops,41,
clock_network,cts_resized,0,
pwr,power_density,94.12,nW/um^2
grt,grt_pass1_vias,1604,
synth,ys_types,53,
grt,grt_start_max_net_pins,16,
placed_design,io_buffers,9,
routing,dr.pass1.iters,4,
timing,min_period,3330,ps
critical_path,r2r_slack,7630,ps
critical_path,path_class,"reg -> out",
critical_path,arrival,1170,ps
critical_path,cp-end-kind,"primary output",
synth,synthCells,237,
critical_path,cpPeakStageDelay,480,ps
run,warnings,27,
critical_path,start_kind,"flop",
critical_path,crit_fanout,5,
timing,finClkSkew,7.530,ps
synth,top_cells_by_count,"dfxtp_1, nand2_1, xnor2_1, a21oi_1, nor2_1",
die,initial_core_util,30.91,%
clock_network,ctsRootBufferMaster,"clkbuf_8",
timing,fmax,300.3,MHz
die,die_h,85.43,um
clock_network,cts_setup_buffers,0,
run,max-cap-violations,0,
timing,finalSetupTns,0,ps
finish,drive_gt1_share,7.724,%
timing,final.setup.worst_slack,7470,ps
placed_design,place_ws,7633,ps
pwr,ir_drop,41.61,uV
synth,edf_count,1,
placed_design,dpl.hpwl,3002,um
critical_path,critPathTopFamily,"buffers and inverters",
timing,max_slew_margin,40.01,%
die,rows,30,
timing,setup_violations,0,
synth,yosysTopAreaCell,"dfxtp_1",
die,die-area,7298,um^2
critical_path,cpMaxStageDelayCell,"clkdlybuf4s50_1",
grt,grt_use_total,12.06,%
die,dieWidth,85.43,um
synth,ff_type,"dfxtp_1",
timing,tightestPinTransition,891.6,ps
routing,wl_per_cell,12.20,um
pwr,total_power,0.0002202,W
critical_path,crit_path_cell_trace,"clkdlybuf4s50_1",
critical_path,r2r_cells,6,
routing,drt-initial-drc-count,50,
timing,report.final.slew_viol_count,0,
routing,detail-route-antenna-nets,0,
synth,yosys-stat-cells,237,
timing,final_hold_viol_count,0,
grt,grt-ovfl-total,0,
routing,drt_wl_total,3977,um
critical_path,worstPathRequired,8640,ps
synth,syn_area_per_cell,8.811,um^2
clock_network,cts-htree-levels,2,
routing,vias,1680,
timing,final_min_period_over_clock_period,30.83,%
routing,via_per_inst,5.153,
clock_network,cts_max_path_buffers,2,
synth,topCellsByArea,"dfxtp_1, xnor2_1, xor2_1",
clock_network,clock_latency,280,ps
finish,fill_cells,691,
placed_design,gp_congestion,0.9013,
grt,grt_pass1_wl,7155,um
synth,ys_area,2088,um^2
clock_network,cts_tree,"built",
clock_network,holdBufCountCts,0,
routing,drc,0,
synth,syn_area,2088,um^2
grt,grt_antenna_before_repair,0,
routing,insertedDiodeCount,0,
pwr,p_leak,0.8356,nW
timing,untimed_endpoints,13,
synth,synth.most_common_cell,"dfxtp_1",
synth,yosys_warnings,1,
status,outcome,"finished clean",
clock_network,cts_buffers,5,
die,ioPinCount,10,
placed cells by master, fill, tap and decap left out, drive strengths merged, types with 4 or more instances in the layout:
| cell | Yosys | routed |
|---|---|---|
| nand4 | 11 | 11 |
| xnor2 | 17 | 17 |
| ha | 4 | 4 |
| nor4 | 8 | 8 |
| xor2 | 11 | 11 |
| nor3 | 7 | 7 |
| and2 | 6 | 6 |
| clkdlybuf4s50 | 0 | 9 |
| a21oi | 15 | 15 |
| dlxtn | 5 | 5 |
| inv | 7 | 7 |
| nand2 | 20 | 20 |
| dfxtp | 35 | 35 |
| clkbuf | 7 | 8 |
| nand3 | 14 | 14 |
| nor2 | 15 | 15 |
registers in the layout (all words and copies together) (netlist names):
name        flops
Y               2
pre_state       3
i              32
next_state      3
clock           1
through the flow:
stage / instance area, um^2 / cells / utilization [%] / hold slack, ps
2_1_floorplan: 2088 / 237 / - / 417.3
3_3_place_gp: 2250 / 318 / 33.30 / 438.5
3_5_place_dp: 2250 / 318 / 33.30 / 438.6
4_1_cts: 2340 / 326 / 34.63 / 452.8
5_1_grt: 2340 / 326 / 34.63 / 475.2
6_report: 2340 / 326 / 34.63 / 451.1
layer usage:
| layer | up-vias | routed length, um | global-route usage (%) |
|---|---|---|---|
| met5 | - | 0 | 0 |
| met4 | 0 | 29 | 1.818 |
| met3 | 2 | 76 | 1.974 |
| met2 | 16 | 1818 | 19.78 |
| met1 | 792 | 2052 | 17.41 |
| li1 | 870 | - | - |
cell type report:
class                           count  area, um^2  share of cell area (%)
Sequential cell                    41       805.8                   34.44
Inverter                            7       26.28                   1.123
Multi-Input combinational cell    178        1205                   51.50
Timing Repair Buffer               12       112.6                   4.813
Tap cell                           80       100.1                   4.278
Clock buffer                        8       90.09                   3.850
path summary, 6_finish.rpt:
| path | start | to |
|---|---|---|
| setup / recovery | clock$_DFFE_PN_ | clk_show |
| hold / removal | i[0]$_SDFF_PN0_ | i[0]$_SDFF_PN0_ |
| setup reg to reg | i[9]$_SDFF_PN0_ | clock$_DFFE_PN_ |
| hold reg to reg | i[0]$_SDFF_PN0_ | i[0]$_SDFF_PN0_ |
kinds of logic after synthesis:
kind of cell | after synthesis | share of synthesized area [%]
and+or+nand+nor | 103 | 28.46
AOI/OAI and AO/OA | 40 | 13.60
DFF | 36 | 34.99
xor gates and xnor gates | 28 | 11.74
buffers and inverters | 18 | 3.715
latches | 5 | 3.595
adders and majority gates | 4 | 2.397
muxes | 3 | 1.498
where the power goes:
group	internal, W	switching (W)
logic	0.00000261	0.00000197
clock network	0.0000519	0.0000412
registers	0.000123	0.0000000210
total	0.000177	0.0000432
Power figures rest on the tool's default switching activity, not on a simulated workload.
